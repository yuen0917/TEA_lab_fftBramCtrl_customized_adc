===== ./config.mk =====
export PLATFORM = sky130hd
export DESIGN_NAME = fftBramCtrl_v2
export DESIGN_NICKNAME = fftBramCtrl_v2
export VERILOG_FILES = /design/flow/design.v
export SDC_FILE = /design/flow/constraint.sdc
export NUM_CORES = 4
export LEC_CHECK = 1
export CORE_UTILIZATION = 50
export SYNTH_HDL_FRONTEND = slang

===== ./constraint.sdc =====
current_design fftBramCtrl_v2

set clk_period 104.0
set clk_io_pct 0.2

create_clock -name clk0 -period $clk_period [get_ports {clk}]

set non_clock_inputs [all_inputs -no_clocks]
set_input_delay [expr $clk_period * $clk_io_pct] -clock clk0 $non_clock_inputs
set_output_delay [expr $clk_period * $clk_io_pct] -clock clk0 [all_outputs]

===== ./design.v =====
`timescale 1ns / 1ps
module fftBramCtrl_v2 (
    input  wire         clk,
    input  wire         rst_n,
    input  wire         start,
    input  wire [383:0] s_axis_tdata,
    input  wire         s_axis_tvalid,
    input  wire         s_axis_tlast,
    output wire         s_axis_tready,
    output wire [ 12:0] bram_addr,
    output wire [ 31:0] bram_din_re,
    output wire [ 31:0] bram_din_im,
    output reg  [  3:0] bram_we,
    output wire         bram_en,
    output wire         bram_rst,
    output reg          finish
);
    localparam S_IDLE   = 2'b00;
    localparam S_BUSY   = 2'b01;
    localparam S_DONE   = 2'b10;
    localparam S_FINISH = 2'b11;
    reg [  1:0] state;
    reg [  1:0] next_state;
    reg [  3:0] micCount;
    reg [ 31:0] dataRegReal,dataRegImag;
    reg [ 12:0] addr_counter;
    reg [  8:0] finish_counter;
    reg [383:0] s_axis_tdata_reg;
    reg         busy;
    assign s_axis_tready = (state == S_FINISH) ? 1'b0 : ~busy;
    assign bram_rst = ~rst_n;
    assign bram_en  = 1'b1;
    assign bram_din_re = dataRegReal;
    assign bram_din_im = dataRegImag;
    assign bram_addr   = addr_counter;
    always @(posedge clk or negedge rst_n) begin
        if (!rst_n) begin
            state <= S_IDLE;
        end else begin
            state <= next_state;
        end
    end
    always @(*) begin
      case(state)
        S_IDLE: begin
          next_state <= (s_axis_tvalid) ? S_BUSY : S_IDLE;
        end
        S_BUSY: begin
          next_state <= (micCount == 4'd7) ? S_DONE : S_BUSY;
        end
        S_DONE: begin
          next_state <= (finish_counter == 8'd255) ? S_FINISH : S_IDLE;
        end
        S_FINISH: begin
          next_state <= (start) ? S_IDLE : S_FINISH;
        end
        default: begin
          next_state <= S_IDLE;
        end
      endcase
    end
    always @(posedge clk or negedge rst_n) begin
      if(!rst_n) begin
        addr_counter      <= 13'b1111111111100;
        micCount          <=   4'd0;
        dataRegReal       <=  32'd0;
        dataRegImag       <=  32'd0;
        busy              <=   1'b0;    
        bram_we           <=   4'b0;  
        s_axis_tdata_reg  <= 384'd0; 
        finish_counter    <=   8'd0;
        finish            <=   1'b0;
      end else begin
        case(state)
          S_IDLE: begin
            bram_we <= 4'b0;
            if(s_axis_tvalid) begin
              busy             <=  1'b1;
              micCount         <=  4'd0;
              s_axis_tdata_reg <= s_axis_tdata;
            end
          end
          S_BUSY: begin
            dataRegReal      <= {{8{s_axis_tdata_reg[23]}}, s_axis_tdata_reg[23:0]};
            dataRegImag      <= {{8{s_axis_tdata_reg[47]}}, s_axis_tdata_reg[47:24]};
            s_axis_tdata_reg <= s_axis_tdata_reg >> 48;
            micCount         <= (micCount == 4'd7) ? 4'd0 : micCount + 1;
            bram_we          <= 4'b1111;
            addr_counter     <= addr_counter + 4;
          end
          S_DONE: begin
            busy         <= 1'b0;
            micCount     <= 4'd0;
            bram_we      <= 4'd0;
            if (finish_counter == 8'd255) begin
              finish_counter <= 8'd0;
              finish         <= 1'b1;
            end else begin
              finish_counter <= finish_counter + 1;
              finish         <= 1'b0;
            end
          end
          S_FINISH: begin
            finish <= 1'b0;
          end
          default: begin
            addr_counter      <= 13'b1111111111100;
            micCount          <=   4'd0;
            dataRegReal       <=  32'd0;
            dataRegImag       <=  32'd0;
            busy              <=   1'b0;    
            bram_we           <=   4'b0;   
            s_axis_tdata_reg  <= 384'd0; 
            finish_counter    <=   8'd0;
            finish            <=   1'b0;
          end
        endcase
      end
    end
endmodule

===== ./run.sh =====
#!/bin/bash
# OpenROAD 26Q1-2900-gdf79404cd8, Yosys 0.63+post, stock flow scripts
make -C /OpenROAD-flow-scripts/flow DESIGN_CONFIG=/design/flow/config.mk WORK_HOME=/design/flow/orfs finish

==> ds_physical_params.txt <==
Characteristics after synthesis and place and route

Parameter                              Value

Outcome
  Outcome    finished, final reports clean

Drt
  Final Routed Wirelength    50.5 mm
  First-pass iteration count of the detailed router    5
  DRC violations left    0
  Via Count    14,400
  Via-per-instance ratio    5.15
  Antenna violation net count after detailed routing    0
  Initial detailed-routing violation count    899
  Wire per inst    18.1 µm

Setup path
  Register-to-Register Setup Slack    99,850 ps
  Critical path fanouts, max    66
  Critical path capture point type    primary output
  Type of the worst setup path    input pin to primary output
  Data arrival time of the worst path    21,820 ps
  Worst Path Required    83,200 ps
  Startpoint type of the worst setup path    input pin

Power and ir drop
  Relative contribution of combinational cells to total power    0.357
  Power density of the placed cells    27.9 nW/µm²
  Internal power consumption    0.494 mW
  Maximum VDD drop    0.0178 mV
  Net switching power of the design    0.253 mW
  Relative contribution of the clock network to total power    0.239
  Total leakage power    12.1 nW
  Fraction of power spent switching nets    0.338
  Share of power burned in registers    0.404

Clocking
  Post-cts resize count    0
  TritonCTS Buffers    50
  Insertion delay at the late pin of the worst-skew pair    580 ps
  CTS H-Tree Depth    2
  # hold bufs at CTS    0
  Buffer depth of the longest clock path    3
  Post-CTS setup buffer count    0
  Clock transition at the register clock pins on the worst setup and hold paths after CTS    60 ps
  Clock tree from TritonCTS    done
  Buffer cell driving the clock tree root    clkbuf_16
  Clock sink count    463

Yosys
  Top post-synthesis cells by area    dfrtp_1, mux2i_1, o21ai_0, nand2_1, mux2_2
  Cell type with the largest total area    dfrtp_1
  Main logic family after synthesis    multiplexers
  Chip area line of the yosys report    20,300 µm²
  Simple-gate portion of the synthesized area    0.0754
  Post-Syn Area per Cell    11.2 µm²
  Xor and xnor area share after synthesis    0.00560
  AO/OA Area Share    0.110
  Proportion of synthesized flip-flops having asynchronous set or reset    1.00
  Gate count of the mapped netlist    1,823
  MUX area fraction    0.194
  Number of enable flip-flop cells    0
  Top_reg_cell synth    dfrtp_1
  Number of unique standard cell types used by synthesis    41
  Flops after synth    463
  Area fraction in full adders, half adders and majority gates    0.00185
  Mapped cell area    20,300 µm²
  Area leader share    0.555
  Count of warnings emitted by yosys    0
  Share of the yosys chip area belonging to registers    0.570
  Number of cells in Yosys stat    1,823

Place
  Number of buffers inserted by port buffering    469
  Sum of net half-perimeters after detailed placement    35.1 mm
  Post-place instance area    25,100 µm²
  Gpl congestion    0.875
  Worst-case setup slack after placement    61,370 ps

Cells and area
  Area of all placed cells without fillers    26,800 µm²
  Signed area change from the synthesized netlist to the final layout    31.7%
  Ratio of cells with drive above 1 in the final layout    0.0729
  Max reg flops    384

Timing
  RSZ-0062 raised after global routing    no
  Remaining max-slew budget at the tightest pin    0.406
  Worst-Margin Slew    891 ps
  Total of endpoints with negative setup slack in the final report    0
  Setup slack after layout    61,380 ps
  Crit path time final    42,620 ps
  Final period util    0.410
  Final worst hold slack    474 ps
  Clock Skew    13.1 ps
  Total count of max-transition violations in the final report    0
  Hold Vio Cnt, Final    0
  Highest Clock Rate    23.5 MHz
  Final-layout setup total negative slack    0 ps

Floorplan
  Number of I/O pins    474
  Die width    204 µm
  FP Rows    73
  Pre-Place Util    0.510
  Chip Height    204 µm
  Die ar.    41,500 µm²
  Core region area    39,900 µm²

Hold path
  HP Class    flop to flop

Global routing
  Largest net degree at the start of global routing    206
  Vias in the first global route    13,900
  Global route overflow    0
  Antenna violations before repair    25
  First-pass GRT wire length    78.8 mm
  GRT Resource Usage Total    0.258

Job
  Max Cap Violations    0
  Count of warning messages emitted by the tools    42
cell usage after synthesis, types with 7 or more instances:
library cell / count
nor2_1: 8
nor3_1: 7
mux2_2: 49
clkbuf_1: 43
mux2i_1: 336
o21ai_0: 302
xnor2_1: 7
buf_4: 23
buf_6: 13
o21ai_1: 42
nand2_1: 352
inv_1: 7
buf_2: 68
dfstp_2: 12
dfrtp_1: 451
a22o_1: 49
worst max-delay path, cell delays in order:
cell and delay [ps]:
buf_8 410, inv_1 100, clkdlybuf4s50_1 420
logic make-up after synthesis:
logic type,after synthesis
mux,386
simple gates,390
buf+inv,160
fa+ha+maj,3
flops,463
other cells,2
xor+xnor,13
compound gates,406
power groups by stage:
| stage | logic, mW | clock network (mW) | registers (mW) |
|---|---|---|---|
| 6_report | 0.267 | 0.179 | 0.302 |
| 5_1_grt | 0.300 | 0.190 | 0.312 |
| 4_1_cts | 0.269 | 0.183 | 0.302 |
area by class of cell:
class	instances	area, µm²
Fill cell	2955	13100
Sequential cell	463	11600
Multi-Input combinational cell	1201	7880
Timing Repair Buffer	489	4900
Clock buffer	79	1560
Tap cell	525	657
Clock inverter	12	109
Antenna cell	18	45.0
Inverter	7	26.3
layer usage:
layer	GRT usage	wire, µm	vias up
met5	0	97	-
met4	0.0771	1580	16
met3	0.0694	3920	99
met2	0.340	21100	393
met1	0.441	23800	6737
li1	-	-	7156
per-stage QoR:
step | total power [mW] | std cells | util
global route | 0.802 | 2790 | 0.671
detailed placement | 0.573 | 2685 | 0.628
global placement | 0.564 | 2685 | 0.628
finish | 0.747 | 2794 | 0.671
CTS | 0.755 | 2776 | 0.670
floorplan | 0.492 | 1824 | -
final timing paths:
| check | end | from | cells past startpoint |
|---|---|---|---|
| max | bram_rst | rst_n | 3 |
| min in group asynchronous | bram_din_im[5] | rst_n | 1 |
| min | s_axis_tdata_reg[14] | s_axis_tdata_reg[14] | 2 |
| min reg2reg | s_axis_tdata_reg[14] | s_axis_tdata_reg[14] | 2 |
| max in group asynchronous | s_axis_tdata_reg[263] | rst_n | 3 |
| max reg2reg | s_axis_tdata_reg[31] | state[2] | 6 |
placed cells by master, fill, tap and decap left out, drive strengths merged, types with 7 or more instances in the layout:
cell / instances
xnor2: 7
diode: 18
clkdlybuf4s50: 468
inv: 7
mux2: 49
nand2: 352
nor3: 7
dfstp: 12
clkinv: 10
o21ai: 344
a22o: 49
mux2i: 337
clkbuf: 79
buf: 21
dfrtp: 451
nor2: 8
Power figures rest on the tool's default switching activity, not on a simulated workload.
