<file path="./run.sh">
#!/bin/bash
# OpenROAD 26Q1-2900-gdf79404cd8, Yosys 0.63+post, stock flow scripts
make -C /OpenROAD-flow-scripts/flow DESIGN_CONFIG=/design/flow/config.mk WORK_HOME=/design/flow/orfs finish
</file>
<file path="./config.mk">
export PLATFORM = sky130hd
export DESIGN_NAME = mux
export DESIGN_NICKNAME = mux
export VERILOG_FILES = /design/flow/design.v
export SDC_FILE = /design/flow/constraint.sdc
export NUM_CORES = 4
export LEC_CHECK = 1
export CORE_AREA = 10 10 293 293
export DIE_AREA = 0 0 303 303
export SYNTH_HDL_FRONTEND = slang
</file>
<file path="./constraint.sdc">
current_design mux

set clk_period 15.4
set clk_io_pct 0.2

create_clock -name clk0 -period $clk_period [get_ports {clk}]

set non_clock_inputs [all_inputs -no_clocks]
set_input_delay [expr $clk_period * $clk_io_pct] -clock clk0 $non_clock_inputs
set_output_delay [expr $clk_period * $clk_io_pct] -clock clk0 [all_outputs]
</file>
<file path="./design.v">
`timescale 1ns / 1ps
module mux(
    input  wire        clk,
    input  wire        rst,
    input  wire        start,
    input  wire        S_AXIS_tready,
    output reg [255:0] S_AXIS_tdata,
    output reg         S_AXIS_tvalid,
    output reg         S_AXIS_tlast,
    input  wire [31:0] data1,
    input  wire [31:0] data2,
    input  wire [31:0] data3,
    input  wire [31:0] data4,
    input  wire [31:0] data5,
    input  wire [31:0] data6,
    input  wire [31:0] data7,
    input  wire [31:0] data8,
    input  wire        flag1_in,
    input  wire        flag2_in,
    input  wire        flag3_in,
    input  wire        flag4_in,
    input  wire        flag5_in,
    input  wire        flag6_in,
    input  wire        flag7_in,
    input  wire        flag8_in,
    output reg         flag1_out,
    output reg         flag2_out,
    output reg         flag3_out,
    output reg         flag4_out,
    output reg         flag5_out,
    output reg         flag6_out,
    output reg         flag7_out,
    output reg         flag8_out
);
    reg [2:0] count;
    reg       state;
    initial begin
        count         <= 3'd0;
        state         <= 1'b0;
        S_AXIS_tvalid <= 1'b0;
        S_AXIS_tlast  <= 1'b0;
    end
    always @(posedge clk or posedge rst) begin
        if (rst) begin
            count         <= 3'd0;
            S_AXIS_tvalid <= 1'b0;
            S_AXIS_tlast  <= 1'b0;
            state         <= 1'b0;
            flag1_out     <= 1'b0;
            flag2_out     <= 1'b0;
            flag3_out     <= 1'b0;
            flag4_out     <= 1'b0;
            flag5_out     <= 1'b0;
            flag6_out     <= 1'b0;
            flag7_out     <= 1'b0;
            flag8_out     <= 1'b0;
        end else begin
            if (start) begin
                state <= 1'b1;
            end
            if (state) begin
                case (count)
                    3'd0: begin
                        if (S_AXIS_tready && flag1_in && flag2_in && flag3_in && flag4_in && 
                            flag5_in && flag6_in && flag7_in && flag8_in) begin
                            count     <= count + 3'd1;
                            flag1_out <= 1'b1;
                            flag2_out <= 1'b1;
                            flag3_out <= 1'b1;
                            flag4_out <= 1'b1;
                            flag5_out <= 1'b1;
                            flag6_out <= 1'b1;
                            flag7_out <= 1'b1;
                            flag8_out <= 1'b1;
                        end
                    end
                    3'd1: begin
                        if (S_AXIS_tready && flag1_in && flag2_in && flag3_in && flag4_in && 
                            flag5_in && flag6_in && flag7_in && flag8_in) begin
                            S_AXIS_tvalid <= 1'b1;
                            S_AXIS_tdata  <= {data8, data7, data6, data5, data4, data3, data2, data1};
                            S_AXIS_tlast  <= 1'b0;
                            count          <= count + 3'd1;
                            flag1_out      <= 1'b0;
                            flag2_out      <= 1'b0;
                            flag3_out      <= 1'b0;
                            flag4_out      <= 1'b0;
                            flag5_out      <= 1'b0;
                            flag6_out      <= 1'b0;
                            flag7_out      <= 1'b0;
                            flag8_out      <= 1'b0;
                        end
                    end
                    3'd2: begin
                        S_AXIS_tvalid <= 1'b0;
                        S_AXIS_tlast  <= 1'b0;
                        count         <= 3'd0;
                    end
                    default: begin
                        count <= 3'd0;
                    end
                endcase
            end
        end
    end
endmodule
</file>
==> Slide: Implementation Results <==
Physical Implementation Snapshot

Run status
  • Outcome: finished clean

STA
  • Final worst setup slack: 9500 ps
  • Max-slew headroom: 48.0%
  • RSZ-0062 raised after global routing: false
  • Max frequency: 169 MHz
  • Setup Viol. Count Final: 0
  • Max Clock Skew: around 14 ps
  • Final Slew Violations: 0
  • Worst-margin pin slew: 781 ps
  • Setup TNS: 0 ps
  • Minimum clock period: between 5000 and 6000 ps
  • Post-route clock period utilization: around two fifths
  • Hold Violations, Final: 0

Routing
  • Vias: around 5300
  • DR iter-0 viols: between 200 and 250
  • Drt pass-1 iters: 5
  • WL final: roughly 33000 µm
  • Vias/cell: 2.73
  • Post-route DRC violation count: 0
  • Final ANT Viol Nets: 0
  • Average wire per standard cell: roughly 17 µm

GRT
  • Global-route wire length before repair: 43100 µm
  • Grt total ovfl: 0
  • Antenna violations before repair: 8
  • Largest net degree at the start of global routing: roughly 66
  • GRT Resource Usage Total: about 6.7%
  • Number of global-route vias before repair: between 5000 and 6000

Power and ir drop
  • Worst ir drop on vdd: between 80 and 90 µV
  • Pwr Density: around 100 nW/µm²
  • Leak pwr: roughly 5.1 nW

Logic synthesis
  • Ao+oa area frac: less than 1%
  • Mux frac, synth: less than 1%
  • Mean Syn Cell Area: approximately 27 µm²
  • Fa+ha+maj area frac: 0.616%
  • Simple-Gate Area Share: about 1.2%
  • Flops after synth: between 200 and 300
  • XOR Share, Synth: 0%
  • YS warnings: 0
  • Ys cells: around 300
  • Synthesized instance count: 300
  • Synth unique cells: 23
  • Sequential fraction of the synthesis area: 96.4%
  • Post-synth area from yosys stat: approximately 8100 µm²
  • Top non-seq family: simple AND/OR/NAND/NOR gates
  • Synthesized area: about 8100 µm²

Setup path
  • Crit Path Max Fanout: between 60 and 70
  • Startpoint class of the critical path: primary input
  • Req. time, crit path: 15620 ps
  • Worst Setup EP: S_AXIS_tdata[151]$_DFFE_PP_
  • Crit path launch: flag4_in
  • Worst R2R Setup Slack: 12180 ps
  • Reg2Reg Depth: 5
  • Worst setup EP type: flip-flop
  • Reg2Reg Capture Point: S_AXIS_tdata[151]$_DFFE_PP_
  • Reg-to-reg startpoint: count[1]$_DFFE_PP0P_
  • Worst EP arrival: ~6000 ps
  • Setup CP Type: primary input to flip-flop

Cells and area
  • Non-Filler Instances: a little under 2000
  • Share of cells above drive strength 1: about 7%
  • Top Layout Cells: clkdlybuf4s50_1, edfxtp_1, clkbuf_16
  • Dominant logic cell type in the layout: clkdlybuf4s50_1
  • Area Overhead vs Synth: 94.4%

Placed design
  • Final GP Congestion: approximately 0.86
  • Setup WS pre-CTS: between 8000 and 9000 ps
  • Number of port buffers: 532
  • HPWL Detailed: around 27000 µm
  • # placed instances: between 1500 and 2000

CTS
  • CTS tree: built
  • TritonCTS buffer count: 30
  • # clock sinks: around 260
  • Clk root buf: clkbuf_16
  • H-tree depth: 1
  • Clock Pin Slew Worst Setup and Hold Paths: ~60 ps
  • Clock Path Buffers: 3
  • Latency at later pin: 600 ps
  • Post-CTS sizing: 0
  • CTS Hold Buffers Added: 0
  • Post-CTS Setup Inserts: 0

Floorplanning
  • Core Footprint: approximately 80000 µm²
  • Total die size: approximately 90000 µm²
  • Die width: 303 µm
  • Floorplan core density: 10.3%
  • Row cnt: approximately 100
  • Die H: 303 µm
  • # IOs: between 500 and 600

Flow run
  • Maximum Capacitance Violations: 0
  • Tool Warnings: 28

Min path
  • Hold Crit Class: flip-flop to flip-flop
-- how the worst min path moves through the flow --
stage                                     start                        end  slack [ps]  cells after the start
after CTS                     state$_DFFE_PP0P_       count[2]$_DFFE_PP0P_         570                      1
after global routing  S_AXIS_tvalid$_DFFE_PP0P_  S_AXIS_tvalid$_DFFE_PP0P_         590                      1
final                      count[1]$_DFFE_PP0P_       count[1]$_DFFE_PP0P_         580                      1
-- layout make-up --
type / count / area [µm²]
timing repair buffer: 536 / 5360
antenna: 2 / 5.00
fill: 8368 / 63300
clock inverter: 26 / 302
tap: 1050 / 1310
sequential: 262 / 7840
inverter: 4 / 15.0
multi-input combinational: 26 / 218
clock buffer: 30 / 751
-- layer usage --
layer	up-vias	part of all wire, %	GRT usage (%)
li1	2329	-	-
met4	10	3.9	2.24
met5	-	0.19	0
met3	52	22	5.92
met1	2418	30	6.44
met2	479	44	10.4
-- cell usage after synthesis (all sizes together) --
cell type / number / area [µm²]
a22o: 2 / 17.5
a31oi: 2 / 12.5
and3: 1 / 6.26
and4: 1 / 8.76
buf: 8 / 60.1
conb: 1 / 3.75
dfrtp: 6 / 150
edfxtp: 256 / 7690
ha: 4 / 50.1
inv: 4 / 15.0
mux2: 2 / 22.5
nand2: 2 / 7.51
nand3: 1 / 5.00
nand4: 2 / 18.8
nor2: 2 / 7.51
nor2b: 2 / 20.0
nor3: 1 / 16.3
o21ai: 1 / 5.00
o31ai: 1 / 7.51
or2: 1 / 6.26
-- flip-flops by register name, indices dropped and copies added, names as in the netlist --
| signal | count |
|---|---|
| S_AXIS_tvalid | 1 |
| count | 3 |
| flag8_out | 1 |
| S_AXIS_tdata | 256 |
| state | 1 |
-- worst max-delay path: stages --
cell and delay, ps:
clkdlybuf4s50_1 490, nand4_2 120, nor3_4 300, and4_4 650, buf_4 620, buf_4 740
-- through the flow --
stage	instance area [µm²]	util (%)	hold WS, ps	total power [mW]
2_1_floorplan	8130	-	465	0.807
3_3_place_gp	14700	18.6	539	0.882
3_5_place_dp	14700	18.6	550	0.883
4_1_cts	15800	20.0	569	1.66
5_1_grt	15800	20.0	593	1.69
6_report	15800	20.0	576	1.62
-- logic make-up after synthesis --
family	after synthesis
simple gates	13
flops	262
mux	2
fa+ha+maj	4
buf+inv	12
other cells	1
compound gates	6
-- power by group --
group	internal (mW)	switching [mW]
clock	0.444	0.307
combinational	0.0654	0.0172
sequential	0.783	0.00174
No activity file was given, so power comes from the tool's default toggle rates.
