==> ./design.v <==
`timescale 1ns / 1ps
module fftBramCtrl (
    input  wire         clk,
    input  wire         rst_n,
    input  wire [383:0] s_axis_tdata,
    input  wire         s_axis_tvalid,
    input  wire         s_axis_tlast,
    output wire         s_axis_tready,
    output wire [ 31:0] bram_addr,
    output wire [ 31:0] bram_din_re,
    output wire [ 31:0] bram_din_im,
    output reg  [  3:0] bram_we,
    output wire         bram_en,
    output wire         bram_rst
);
    reg [ 3:0] micCount;
    reg [31:0] dataRegReal,dataRegImag;
    reg [12:0] addr_counter;
    reg [383:0] s_axis_tdata_reg;
    reg         busy;
    assign s_axis_tready = ~busy;
    assign bram_rst = ~rst_n;
    assign bram_en  = 1'b1;
    assign bram_din_re = dataRegReal;
    assign bram_din_im = dataRegImag;
    assign bram_addr   = addr_counter;
    always @(posedge clk or negedge rst_n) begin
        if (!rst_n) begin
            addr_counter     <= -13'd4;
            micCount         <=   4'd0;
            dataRegImag      <=  32'd0;
            dataRegReal      <=  32'd0;
            bram_we          <=   4'd0;
            busy             <=   1'b0;
            s_axis_tdata_reg <= 384'd0;
        end else begin
            if(!busy) begin
                bram_we <= 4'd0;
                if (s_axis_tvalid) begin
                    busy             <= 1'b1;
                    micCount         <= 4'd0;
                    s_axis_tdata_reg <= s_axis_tdata;
                end
            end
            else begin
                case(micCount)
                    4'd0: begin
                        dataRegImag  <= {{8{s_axis_tdata_reg[47]}},s_axis_tdata_reg[47:24]};
                        dataRegReal  <= {{8{s_axis_tdata_reg[23]}},s_axis_tdata_reg[23:0]};
                        micCount     <= micCount + 1;
                        bram_we      <= 4'b1111;
                        addr_counter <= addr_counter + 4;
                    end
                    4'd1: begin
                        dataRegImag  <= {{8{s_axis_tdata_reg[95]}},s_axis_tdata_reg[95:72]};
                        dataRegReal  <= {{8{s_axis_tdata_reg[71]}},s_axis_tdata_reg[71:48]};
                        micCount     <= micCount + 1;
                        bram_we      <= 4'b1111;
                        addr_counter <= addr_counter + 4;
                    end
                    4'd2: begin
                        dataRegImag  <= {{8{s_axis_tdata_reg[143]}},s_axis_tdata_reg[143:120]};
                        dataRegReal  <= {{8{s_axis_tdata_reg[119]}},s_axis_tdata_reg[119:96]};
                        micCount     <= micCount + 1;
                        bram_we      <= 4'b1111;
                        addr_counter <= addr_counter + 4;
                    end
                    4'd3: begin
                        dataRegImag  <= {{8{s_axis_tdata_reg[191]}},s_axis_tdata_reg[191:168]};
                        dataRegReal  <= {{8{s_axis_tdata_reg[167]}},s_axis_tdata_reg[167:144]};
                        micCount     <= micCount + 1;
                        bram_we      <= 4'b1111;
                        addr_counter <= addr_counter + 4;
                    end
                    4'd4: begin
                        dataRegImag  <= {{8{s_axis_tdata_reg[239]}},s_axis_tdata_reg[239:216]};
                        dataRegReal  <= {{8{s_axis_tdata_reg[215]}},s_axis_tdata_reg[215:192]};
                        micCount     <= micCount + 1;
                        bram_we      <= 4'b1111;
                        addr_counter <= addr_counter + 4;
                    end
                    4'd5: begin
                        dataRegImag  <= {{8{s_axis_tdata_reg[287]}},s_axis_tdata_reg[287:264]};
                        dataRegReal  <= {{8{s_axis_tdata_reg[263]}},s_axis_tdata_reg[263:240]};
                        micCount     <= micCount + 1;
                        bram_we      <= 4'b1111;
                        addr_counter <= addr_counter + 4;
                    end
                    4'd6: begin
                        dataRegImag  <= {{8{s_axis_tdata_reg[335]}},s_axis_tdata_reg[335:312]};
                        dataRegReal  <= {{8{s_axis_tdata_reg[311]}},s_axis_tdata_reg[311:288]};
                        micCount     <= micCount + 1;
                        bram_we      <= 4'b1111;
                        addr_counter <= addr_counter + 4;
                    end
                    4'd7: begin
                        dataRegImag  <= {{8{s_axis_tdata_reg[383]}},s_axis_tdata_reg[383:360]};
                        dataRegReal  <= {{8{s_axis_tdata_reg[359]}},s_axis_tdata_reg[359:336]};
                        micCount     <= micCount + 1;
                        bram_we      <= 4'b1111;
                        addr_counter <= addr_counter + 4;
                    end
                    4'd8: begin
                        busy     <= 1'b0;
                        micCount <= 4'd0;
                        bram_we  <= 4'b0000;
                    end
                    default: begin
                        dataRegImag <= 32'd0;
                        dataRegReal <= 32'd0;
                        busy        <= 1'b0;
                    end
                endcase
            end
        end
    end
endmodule
==> ./run.sh <==
#!/bin/bash
# OpenROAD 26Q1-2900-gdf79404cd8, Yosys 0.63+post, stock flow scripts
make -C /OpenROAD-flow-scripts/flow DESIGN_CONFIG=/design/flow/config.mk WORK_HOME=/design/flow/orfs finish
==> ./config.mk <==
export PLATFORM = sky130hd
export DESIGN_NAME = fftBramCtrl
export DESIGN_NICKNAME = fftBramCtrl
export VERILOG_FILES = /design/flow/design.v
export SDC_FILE = /design/flow/constraint.sdc
export NUM_CORES = 4
export LEC_CHECK = 1
export CORE_UTILIZATION = 30
export SYNTH_HDL_FRONTEND = slang
==> ./constraint.sdc <==
current_design fftBramCtrl

set clk_period 29.1
set clk_io_pct 0.2

create_clock -name clk0 -period $clk_period [get_ports {clk}]

set non_clock_inputs [all_inputs -no_clocks]
set_input_delay [expr $clk_period * $clk_io_pct] -clock clk0 $non_clock_inputs
set_output_delay [expr $clk_period * $clk_io_pct] -clock clk0 [all_outputs]
==> impl_metrics.csv <==
group,metric,value,unit
run_status,result_of_the_run,"finished clean",
setup_path,rr_endpoint,"s_axis_tdata_reg[122]$_DFFE_PN0P_",
global_routing,maximum_number_of_pins_on_one_net_before_global_route_repair,124,
final_timing,worst_slew_margin_rel,42.12,%
synthesis,syn_area_per_cell,13.48,sq um
placed_design,dp_hpwl,41290,microns
setup_path,critical_path_class,"input port to output port",
final_timing,fin_setup_tns,0,ps
cells_and_area,final_area,0.02664,sq mm
placed_design,place_congestion,0.8392,
synthesis,synthesis.yosys.warnings,0,
final_timing,setup_repair_after_global_routing_missed_its_margin,"false",
global_routing,track_usage,19.41,%
setup_path,ff2ff_setup_slack,25560,ps
final_timing,timing_hold_violations_final,0,
clocking,cts.reportedPaths.clkPinSlew,60,ps
synthesis,asyncSetResetFlopFracSynth,100.0,%
power,p_per_area,106.5,mW/mm^2
clocking,h_tree_level_count,2,
global_routing,first_global_vias,14470,
final_timing,worst_pin_slew,867.2,ps
min_path,whs_path_depth,2,
synthesis,proportion_of_synthesized_chip_area_in_sequential_cells,57.35,%
clocking,cts_setup_buffers,0,
routing,dr.pass1.iters,5,
cells_and_area,combGateArea,0.007631,sq mm
cells_and_area,post_route_cells_drive_above_1_share,28.27,%
setup_path,crit_buf_inv,3,
final_timing,setup_viol_count_final,0,
routing,postRouteAntennaNets,0,
global_routing,global_route_wire_length_before_repair,93250,microns
setup_path,timing.critical_path.required,23280,ps
routing,routed-via-count,13890,
routing,vias_per_cell,4.987,
routing,drc,0,
floorplanning,initial_utilization,30.37,%
final_timing,slew_viol_final,0,
synthesis,primary_ff_master_synth,"sky130_fd_sc_hd__dfrtp_1",
setup_path,worst_r2r_startpoint,"busy$_DFF_PN0_",
final_timing,finalCriticalPeriod,12550,ps
clocking,clock_latency,590,ps
synthesis,ys_chip_area,0.01962,sq mm
setup_path,critical_path.slowest_cell,"sky130_fd_sc_hd__buf_8",
cells_and_area,area.sequential,0.01125,sq mm
clocking,max_root_sink_buffers,3,
clocking,clock_sink_total,449,
global_routing,grt-ovfl-total,0,
routing,initialDrtViolationCount,793,
final_timing,min_period_over_period,43.14,%
clocking,cts_root_buffer,"sky130_fd_sc_hd__clkbuf_16",
placed_design,port_buffers,467,
final_timing,finalClockSkew,13.98,ps
synthesis,count_of_different_cell_masters_after_synthesis,49,
flow_run,stage_log_warnings,35,
floorplanning,placementRows,93,
placed_design,dp_worst_setup_slack,16500,ps
floorplanning,chip_area,0.06641,sq mm
clocking,post_cts_resize_count,0,
floorplanning,dieHeight,257.7,microns
min_path,whs_endpoint,"bram_din_re[15]$_DFFE_PN0P_",
setup_path,worst_ep_arrival_time,6730,ps
clocking,postCtsHoldBufs,0,
setup_path,ff2ff_path_depth,5,
flow_run,cap_viol_max_count,0,
final_timing,setup_ws,16550,ps
setup_path,cp_top_family,"buffers and inverters",
cells_and_area,largest_reg_flops,384,
setup_path,end_kind,"output port",
synthesis,synthCells,1455,
placed_design,post_dp_cell_area,0.02494,sq mm
clocking,cts_tree,"done",
power,max-vdd-ir-drop,71.36,uV
cells_and_area,area_growth,35.81,%
floorplanning,core_region_area,0.06458,sq mm
cells_and_area,fillers,5882,
cells_and_area,lay_top_cells,"sky130_fd_sc_hd__clkdlybuf4s50_1 (466), sky130_fd_sc_hd__dfrtp_1 (437), sky130_fd_sc_hd__mux2_2 (397)",
routing,routedWlPerCell,22.44,microns
floorplanning,die.size.x,257.7,microns
setup_path,timing.critical_path.fanout_max,70,
cells_and_area,finish.utilization,41.25,%
min_path,hp-class,"flip-flop to flip-flop",
min_path,min_from,"bram_din_re[15]$_DFFE_PN0P_",
final_timing,maxClockFrequency,79.66,MHz
routing,drt-total-wl,62470,microns
power,static_leakage,10.56,nW
synthesis,postSynthRegisterBits,449,
global_routing,grt_antenna_before_repair,18,
synthesis,netlist_area,0.01962,sq mm
setup_path,delay_contributed_by_the_slowest_stage_of_the_critical_path,410,ps
setup_path,worst_setup_path_start_kind,"input port",
synthesis,ys_cells,1455,
setup_path,critical_path_cell_count,3,
cells_and_area,layout_top_cell,"sky130_fd_sc_hd__clkdlybuf4s50_1",
synthesis,edf_count,0,
clocking,cts_buffers,51,
floorplanning,number_of_placed_i_o_pins,491,
setup_path,worstPathCellList,"buf_8 > inv_1 > clkdlybuf4s50_1",
[metal layers]
layer / GRT usage [%] / up-vias / share of wire (%)
li1: - / 6236 / -
met1: 27.48 / 7085 / 42
met2: 29.70 / 451 / 47
met3: 6.102 / 99 / 7.9
met4: 4.980 / 14 / 2.6
met5: 0 / - / 0.16
[cell usage after synthesis, types with 2 or more instances]
| cell type | number | area [sq um] |
|---|---|---|
| sky130_fd_sc_hd__ha_1 | 5 | 62.56 |
| sky130_fd_sc_hd__buf_6 | 3 | 33.78 |
| sky130_fd_sc_hd__clkbuf_2 | 2 | 10.01 |
| sky130_fd_sc_hd__nand3_1 | 11 | 55.05 |
| sky130_fd_sc_hd__nand2_1 | 48 | 180.2 |
| sky130_fd_sc_hd__buf_2 | 81 | 405.4 |
| sky130_fd_sc_hd__nor2b_1 | 4 | 25.02 |
| sky130_fd_sc_hd__mux2i_1 | 11 | 110.1 |
| sky130_fd_sc_hd__mux2_2 | 397 | 4471 |
| sky130_fd_sc_hd__conb_1 | 2 | 7.510 |
| sky130_fd_sc_hd__a21oi_1 | 63 | 315.3 |
| sky130_fd_sc_hd__nor2_1 | 14 | 52.55 |
| sky130_fd_sc_hd__nor3_1 | 8 | 40.04 |
| sky130_fd_sc_hd__a2111oi_0 | 2 | 17.52 |
| sky130_fd_sc_hd__dfstp_2 | 11 | 289.0 |
| sky130_fd_sc_hd__a221oi_1 | 29 | 254.0 |
| sky130_fd_sc_hd__clkbuf_1 | 13 | 48.80 |
| sky130_fd_sc_hd__a221o_1 | 4 | 40.04 |
| sky130_fd_sc_hd__nor3b_1 | 5 | 37.54 |
| sky130_fd_sc_hd__nand4_1 | 3 | 18.77 |
| sky130_fd_sc_hd__a222oi_1 | 22 | 220.2 |
| sky130_fd_sc_hd__o21ai_0 | 40 | 200.2 |
| sky130_fd_sc_hd__dfrtp_1 | 438 | 10960 |
| sky130_fd_sc_hd__buf_4 | 47 | 352.8 |
| sky130_fd_sc_hd__o2bb2ai_1 | 6 | 52.55 |
| sky130_fd_sc_hd__xnor2_1 | 4 | 35.03 |
| sky130_fd_sc_hd__inv_1 | 6 | 22.52 |
| sky130_fd_sc_hd__and3b_1 | 3 | 26.28 |
| sky130_fd_sc_hd__o22ai_1 | 19 | 118.9 |
| sky130_fd_sc_hd__a211oi_1 | 5 | 37.54 |
| sky130_fd_sc_hd__nor4_1 | 2 | 12.51 |
| sky130_fd_sc_hd__a22o_1 | 7 | 61.31 |
| sky130_fd_sc_hd__a22oi_1 | 108 | 810.8 |
| sky130_fd_sc_hd__nand3b_1 | 2 | 15.01 |
| sky130_fd_sc_hd__or3_1 | 3 | 18.77 |
| sky130_fd_sc_hd__buf_1 | 7 | 26.28 |
| sky130_fd_sc_hd__nand2b_1 | 4 | 25.02 |
| sky130_fd_sc_hd__xor2_1 | 5 | 43.79 |
[layout make-up]
class	instances	area share [%]
well taps	855	4.016
clock inverters	14	0.3945
diodes	12	0.1127
inverters	6	0.08454
flip-flops and latches	449	42.24
repair buffers	501	18.62
multi-input cells	867	28.65
clock buffers	80	5.885
[how the worst max path moves through the flow]
stage     slack [ps]       end  startpoint
4_1_cts        16500  bram_rst       rst_n
5_1_grt        16400  bram_rst       rst_n
6_report       16550  bram_rst       rst_n
[power breakdown]
part	internal, W	switching [W]
registers	0.000939	0.000174
logic	0.000562	0.000525
clock network	0.000377	0.000259
[logic make-up after synthesis]
kind of cell	synth area share (%)
AND-OR/OR-AND	11.09
multiplexers	23.35
adder cells (fa/ha/maj)	0.3189
flip-flops	57.35
other	0.03829
XOR/XNOR	0.4018
buffers and inverters	4.586
AND/OR/NAND/NOR	2.864
[metrics by stage]
stage	total power [W]	hold slack [ps]	std cells
after global routing	0.003025	511.0	2781
final	0.002837	478.5	2784
after global placement	0.002193	463.7	2678
after CTS	0.002877	483.6	2772
after floorplan	0.001792	425.7	1475
after detailed placement	0.002223	470.7	2678
[tightest hold or removal path, stage by stage (launching register included)]
cell	delay [ps]
sky130_fd_sc_hd__dfrtp_1	340
sky130_fd_sc_hd__nand2_1	40
sky130_fd_sc_hd__o21ai_0	60
No activity file was given, so power comes from the tool's default toggle rates.
